### flow/design.v
module REG (
    input wire clk,
    input wire rst_n,
    input wire [2:0] rd,
    input wire [2:0] rs,
    input wire [     2:0] WB_addr,
    input wire [16-1:0] WB_data,
    input wire            RegWe,
    input wire            reg_clear,
    output wire [16-1:0] RD,
    output wire [16-1:0] RS
);
    reg [2:0] last_rd, last_rd_reg;
    wire rd_forward = (rd == last_rd) && RegWe;
    wire rs_forward = (rs == last_rd) && RegWe;
    always @(posedge clk or negedge rst_n) begin
        if (~rst_n) begin
            last_rd <= 3'b0;
            last_rd_reg <= 3'b0;
        end else begin
            last_rd <= rd;
        end
    end
    reg [16-1:0] rf[7:0];   
    integer i;
    initial
        for (i = 0; i < 8; i = i + 1)
            rf[i] = 0;   
    assign RD = rd_forward ? WB_data : rf[rd];
    assign RS = rs_forward ? WB_data : rf[rs];
    always @(posedge clk) begin
        if (~rst_n | reg_clear) for (i = 0; i < 8; i = i + 1) rf[i] <= 16'b0;
        else if (RegWe && WB_addr) rf[WB_addr] <= WB_data;
    end
endmodule
### flow/run.sh
#!/bin/bash
# OpenROAD 26Q1-2900-gdf79404cd8, Yosys 0.63+post, stock flow scripts
make -C /OpenROAD-flow-scripts/flow DESIGN_CONFIG=/design/flow/config.mk WORK_HOME=/design/flow/orfs finish
### flow/config.mk
export PLATFORM = sky130hd
export DESIGN_NAME = REG
export DESIGN_NICKNAME = REG
export VERILOG_FILES = /design/flow/design.v
export SDC_FILE = /design/flow/constraint.sdc
export NUM_CORES = 4
export LEC_CHECK = 1
export CORE_UTILIZATION = 30
### flow/constraint.sdc
current_design REG

set clk_period 7.5
set clk_io_pct 0.2

create_clock -name clk0 -period $clk_period [get_ports {clk}]

set non_clock_inputs [all_inputs -no_clocks]
set_input_delay [expr $clk_period * $clk_io_pct] -clock clk0 $non_clock_inputs
set_output_delay [expr $clk_period * $clk_io_pct] -clock clk0 [all_outputs]
==> results.yml <==
# physical design summary
final_timing:
  final_critical_path_time_including_i_o_delays_and_setup_ps: 5800
  final_critical_path_share_of_the_clock_period_pct: 77.4
  headroom_to_the_max_slew_limit_pct: 57.9
  final-setup-viol-count: 0
  fin_setup_tns_ps: 0
  setup_repair_after_global_routing_missed_its_margin: "false"
  final-hold-violation-count: 0
  max_clock_freq_mhz: 172
  transition_time_at_the_pin_with_the_least_slew_margin_ps: 629
  final_max_slew_viol_count: 0
detailed_routing:
  route.detailed.drc: 0
  drt_first_iter_violations: 159
  vias: 4201
  drt_pre_antenna_iters: 4
  ant_nets: 0
  routed_wire_length_per_instance_um: 21.0
  drt-vias-per-instance: 4.91
  n_antenna_cell: 0
  wirelength_um: 18000
clocking:
  ctsLongestPathBuffers: 2
  cts_tree: "built"
  cts.root.buffer_cell: "sky130_fd_sc_hd__clkbuf_16"
  cts_resized: 0
  cts_num_sinks: 131
  cts_inserted_buffers: 17
  cts-hold-fix-buffers: 0
  htreeDepth: 4
  worst_setup_hold_path_clk_slew_ps: 50
  cts_setup_buffers: 0
power_and_ir_drop:
  p_leak_uw: 0.00360
  post-layout-total-power_uw: 1890
  power.clock.fraction_pct: 40.7
  comb_power_share_pct: 13.5
  internal-power_uw: 1490
  seq_power_share_pct: 45.8
  power.density_mw_per_mm2: 210
  peakVddDrop_uv: 141
  switching_share_pct: 21.2
  power.net_switching_uw: 402
worst_setup_path:
  timing.critical_path.arrival_ps: 4300
  criticalPathCategory: "in -> out"
  cp_max_fo: 34
  critical_path.max_stage_delay_ps: 520
  setup.worst_path.start_class: "input port"
  crit_path_cell_trace: "clkdlybuf4s50_1, buf_4, xnor2_1, nand4_1, buf_4, mux2_4, clkdlybuf4s50_1"
  cp_data_required_time_ps: 6000
  crit_path_top_delay_cell: "sky130_fd_sc_hd__nand4_1"
  cp-end-kind: "output port"
  crit_path_buffers_inverters: 4
  critical-path-top-delay-family: "buffers and inverters"
global_route:
  first_pass_grt_wire_length_um: 26800
  globalRoute.totalOverflow: 0
  number_of_antenna_violations_at_the_first_check_in_global_routing: 0
  globalRouteTotalUtil_pct: 15.1
  grt_max_degree: 35
  first_global_vias: 4431
finish:
  layout.cell_area.non_filler_sq_mm: 0.00902
  layout_top_cell: "sky130_fd_sc_hd__edfxtp_1"
  number_of_flip_flops_under_the_largest_register_name: 128
  layout.cells.most_common_list: "sky130_fd_sc_hd__edfxtp_1 (128), sky130_fd_sc_hd__and2_1 (112), sky130_fd_sc_hd__mux4_1 (64)"
  layout-drive-gt1-share_pct: 22.0
  area_delta_synth_final_pct: 21.4
  postLayoutCoreUtil_pct: 37.1
  final.fill_count: 2194
floorplan:
  floorplan.die.width_um: 159
  i_o_pin_cnt: 61
  floorplan.core_area_sq_mm: 0.0243
  die_height_um: 159
  floorplan.initialDensity_pct: 30.5
  num_rows: 57
  die_area_sq_mm: 0.0254
synth:
  postSynthCellCount: 430
  synth.yosys.seq_area_share_pct: 52.8
  synth_area_per_cell_sq_um: 17.3
  yosys_warning_tally: 1
  yosys_cells: 430
  chip_area_line_of_the_yosys_report_sq_mm: 0.00743
  yosys_register_bits: 131
  yosys.cell_types.count: 22
  mappedNetlistArea_sq_mm: 0.00743
outcome:
  outcome: "finished, final reports clean"
place:
  gpl.final_weighted_congestion: 0.750
  placed_cell_area_sq_mm: 0.00847
  buffer_ports.inserted: 60
  detailed_place_hpwl_um: 10900
hold_path:
  hold_path_class: "in -> async"
run:
  max-cap-violations: 0
  total_number_of_warnings_across_the_stage_logs: 25
-- power groups by stage --
stage	registers, uW	clock network, uW	logic, uW
CTS	866	783	261
global route	871	814	274
finish	866	770	256
-- through the flow --
stage          hold slack, ps  worst slack (ps)  cells
2_1_floorplan            1200              3190    445
3_3_place_gp             1760              1670    823
3_5_place_dp             1760              1640    823
4_1_cts                  1320              1630    855
5_1_grt                  1330              1490    855
6_report                 1340              1700    855
-- cells in the mapped netlist (all sizes together) --
cell type	n	area, sq um
nand2b	3	18.8
inv	1	3.75
conb	1	3.75
nand4b	1	8.76
clkbuf	16	60.1
nand4	2	12.5
and2	112	701
nand2	1	3.75
xnor2	6	52.6
buf	13	126
mux2	64	762
dfrtp	3	75.1
nor2	6	22.5
mux4	64	1680
nand4bb	1	11.3
nor3	1	5.00
o21ai	6	30.0
edfxtp	128	3840
nor2b	1	6.26
-- per-layer routing --
layer  vias up  GRT usage [%]  routed length, um
met1      2017           19.7               6950
met5         -              0                  0
li1       1906              -                  -
met3        28           9.06               2300
met4         0           3.85                601
met2       250           22.2               8120
-- logic make-up after synthesis --
family,synth area share (%)
AND-OR/OR-AND,0.404
XOR/XNOR,0.707
other,0.0505
multiplexers,32.9
buffers and inverters,2.56
flip-flops,52.8
AND/OR/NAND/NOR,10.6
-- final timing paths --
check,slack (ps),depth (start not counted),from,to
min in group clk0,1790,2,rd[0],last_rd[0]$_DFF_PN0_
max,1700,7,rd[1],RD[14]
min,1340,1,rst_n,last_rd[0]$_DFF_PN0_
max in group asynchronous,5930,1,rst_n,last_rd[1]$_DFF_PN0_
-- final cells by class --
class / instances / area (sq um) / area share (%)
Clock buffer: 21 / 440 / 4.88
Clock inverter: 11 / 113 / 1.25
Inverter: 1 / 3.75 / 0.0416
Multi-Input combinational cell: 284 / 3380 / 37.4
Sequential cell: 131 / 3920 / 43.4
Tap cell: 324 / 405 / 4.49
Timing Repair Buffer: 83 / 763 / 8.46
No activity file was given, so power comes from the tool's default toggle rates.
