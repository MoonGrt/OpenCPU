[run.sh]
#!/bin/bash
# OpenROAD 26Q1-2900-gdf79404cd8, Yosys 0.63+post, stock flow scripts
make -C /OpenROAD-flow-scripts/flow DESIGN_CONFIG=/design/flow/config.mk WORK_HOME=/design/flow/orfs finish
[config.mk]
export PLATFORM = sky130hd
export DESIGN_NAME = ID_EX
export DESIGN_NICKNAME = ID_EX
export VERILOG_FILES = /design/flow/design.v
export SDC_FILE = /design/flow/constraint.sdc
export NUM_CORES = 4
export LEC_CHECK = 1
export CORE_UTILIZATION = 50
[constraint.sdc]
current_design ID_EX

set clk_period 3.7
set clk_io_pct 0.2

create_clock -name clk0 -period $clk_period [get_ports {clk}]

set non_clock_inputs [all_inputs -no_clocks]
set_input_delay [expr $clk_period * $clk_io_pct] -clock clk0 $non_clock_inputs
set_output_delay [expr $clk_period * $clk_io_pct] -clock clk0 [all_outputs]
[design.v]
module ID_EX (
    input wire             clk,
    input wire             rst_n,
    input wire [2:0] clear_flag,
    input wire [ 2:0] hold_flag,
    input wire [     2:0] ID_rd,
    input wire [16-1:0] ID_RD,
    input wire [16-1:0] ID_RS,
    input wire [16-1:0] ID_IMM,
    input wire [ 16-1:0] ID_inst_addr,
    input wire             ID_CSR_wr,
    input wire [      1:0] ID_JUMPop,
    input wire             ID_IMMop,
    input wire [      2:0] ID_ALUop,
    input wire [      1:0] ID_CMPop,
    input wire             ID_RegWe,
    input wire [1:0] ID_RWSel,
    input wire             ID_ABSel,
    input wire             ID_IMMSel,
    input wire             ID_mem_ctrl,
    output wire [     2:0] EX_rd,
    output wire [16-1:0] EX_RD,
    output wire [16-1:0] EX_RS,
    output wire [16-1:0] EX_IMM,
    output wire [ 16-1:0] EX_inst_addr,
    output wire             EX_CSR_wr,
    output wire [      1:0] EX_JUMPop,
    output wire             EX_IMMop,
    output wire [      2:0] EX_ALUop,
    output wire [      1:0] EX_CMPop,
    output wire             EX_RegWe,
    output wire [1:0] EX_RWSel,
    output wire             EX_ABSel,
    output wire             EX_IMMSel,
    output wire             EX_mem_ctrl
);
    wire hold_en = (hold_flag == 3'b001) | (hold_flag == 3'b011);
    wire clear_en = (clear_flag == 3'b001) | (clear_flag == 3'b011);
    PPLreg #(16) inst_reg(clk, ~rst_n|clear_en, hold_en, 16'b0, ID_inst_addr, EX_inst_addr);
    PPLreg #(3) rd_reg(clk, ~rst_n|clear_en, hold_en, 3'b0, ID_rd, EX_rd);
    PPLreg #(16) RD_reg(clk, ~rst_n|clear_en, hold_en, 16'b0, ID_RD, EX_RD);
    PPLreg #(16) RS_reg(clk, ~rst_n|clear_en, hold_en, 16'b0, ID_RS, EX_RS);
    PPLreg #(16) IMM_reg(clk, ~rst_n|clear_en, hold_en, 16'b0, ID_IMM, EX_IMM);
    PPLreg #(1) CSRwr_reg(clk, ~rst_n|clear_en, hold_en, 1'b0, ID_CSR_wr, EX_CSR_wr);
    PPLreg #(2) JUMPop_reg(clk, ~rst_n|clear_en, hold_en, 2'b0, ID_JUMPop, EX_JUMPop);
    PPLreg #(1) IMMop_reg(clk, ~rst_n|clear_en, hold_en, 1'b0, ID_IMMop, EX_IMMop);
    PPLreg #(3) ALUop_reg(clk, ~rst_n|clear_en, hold_en, 3'b0, ID_ALUop, EX_ALUop);
    PPLreg #(2) CMPop_reg(clk, ~rst_n|clear_en, hold_en, 2'b0, ID_CMPop, EX_CMPop);
    PPLreg #(1) RegWe_reg(clk, ~rst_n|clear_en, hold_en, 1'b0, ID_RegWe, EX_RegWe);
    PPLreg #(2) RWSel_reg(clk, ~rst_n|clear_en, hold_en, 2'b0, ID_RWSel, EX_RWSel);
    PPLreg #(1) ABSel_reg(clk, ~rst_n|clear_en, hold_en, 1'b0, ID_ABSel, EX_ABSel);
    PPLreg #(1) IMMSel_reg(clk, ~rst_n|clear_en, hold_en, 1'b0, ID_IMMSel, EX_IMMSel);
    PPLreg #(1) memctrl_reg(clk, ~rst_n|clear_en, hold_en, 1'b0, ID_mem_ctrl, EX_mem_ctrl);
endmodule
module PPLreg #(
    parameter DW = 32
) (
    input wire clk,
    input wire rst,
    input wire hold_en,
    input  wire [DW-1:0] def,
    input  wire [DW-1:0] din,
    output reg  [DW-1:0] qout = 'b0
);
    always @(posedge clk) begin
        if (rst) qout <= def;
        else if (hold_en) qout <= qout;
        else qout <= din;
    end
endmodule
==> metrics.yaml <==
logic_synthesis:
  edf_count: 0
  top_cell_area_share_pct: 58.1
  ys_area_um2: 2830
  yosysCellCount: 358
  top_cells_by_count: "nand2_1, a21oi_1, dfxtp_1, buf_2"
  yosys_register_bits: 82
  ys_seq_share_pct: 58.1
  async_flop_share_pct: 0
  yosys.area.top_type: "dfxtp_1"
  yosysUniqueCellTypes: 9
  most_common_cell: "nand2_1"
  ys.warnings.count: 4
  area_leaders: "dfxtp_1, nand2_1, a21oi_1"
  synth_area_um2: 2830
  syn_inst: 358
  avgSynthCellArea_um2: 7.89
  yosys_most_used_dff: "dfxtp_1"
final_timing:
  fmax_ghz: 0.522
  fin_crit_sh_pct: 51.7
  fin_tns_setup_ps: 0
  tightest_slew_ps: 484
  hold_viol: 0
  slew_viol_final: 0
  final-setup-viol-count: 0
  hold_ws_ps: 450
  slew_headroom_pct: 67.7
  skew_ps: 0
  rsz0062_at_grt: "false"
  final.min_clock_period_ps: 1910
place:
  place.gp.congestion: 0.812
  dp_hpwl_um: 4860
  port_buffers: 169
routing:
  top_layer: "met4"
  diodes: 0
  wl_met1_um: 3300
  drtAntennaViolNets: 0
  wirelength_um: 7560
  routed_via_density: 4.87
  wl_met3_um: 681
  vias: 2890
  wl_met2_um: 3490
  drtIter0Drc: 173
  wire_per_inst_um: 12.7
  drc: 0
  dr.pass1.iters: 4
grt:
  grt_pass1_wl_um: 12300
  grt_max_degree: 70
  grt_overflow: 0
  antenna_found_initial: 0
  grt_pass1_vias: 2821
  grt_usage_pct: 26.3
setup_path:
  cpPeakStageDelay_ps: 470
  crit_fanout: 2
  critPathBufInv: 1
  crit_type: "reg2out"
  end_kind: "primary output"
  critPathLaunchType: "register"
  arrival_ps: 1170
  path_delay_family: "buffers and inverters"
  critical-path-slowest-cell: "clkdlybuf4s50_1"
  path_cells: "clkdlybuf4s50_1"
  cp.required_ps: 2960
job:
  log.warning_count: 28
  drv_cap: 0
cts:
  clk_pin_slew_ps: 90
  cts_setup_buffers: 0
  cts_tree: "built"
  clockRootBuffer: "clkbuf_8"
  clk_latency_ps: 330
  numCtsBuffers: 9
  htree_levels: 3
  cts.repair.resized: 0
  cts_buffer_depth: 2
  hold_buffers: 0
  numClockSinks: 82
power_and_ir_drop:
  powerDensity_nw_per_um2: 409
  ir_drop_uv: 461
  leakage_nw: 1.88
  p_total_mw: 1.95
floorplanning:
  io_pins: 172
  num_rows: 27
  initial_core_util_pct: 51.6
  core_um2: 5470
  die_height_um: 77.2
  fp.dieW_um: 77.2
  chipArea_um2: 5960
cells_and_area:
  final_util_pct: 87.2
  comb_area_um2: 1060
  register_area_um2: 1640
  fill_cells: 283
  drive_above_1_share_pct: 4.60
  syn2layout_area_growth_pct: 68.8
outcome:
  outcome: "finished clean"
hold_path:
  hold_class: "reg2reg"
==> cells in the final DEF, fill, tap and decap left out <==
master / instances
clkdlybuf4s50_1: 169
nand2_1: 164
dfxtp_1: 82
a21oi_1: 82
clkbuf_8: 10
buf_4: 4
clkinv_4: 2
bufinv_16: 2
nor2b_4: 1
nand2b_2: 1
inv_1: 1
o21ai_4: 1
clkinvlp_4: 1
clkinv_2: 1
buf_12: 1
==> per-stage QoR <==
step	std cells	setup WS, ps	cell area [um2]
global placement	578	1510	4540
CTS	594	1760	4770
global route	594	1730	4770
detailed placement	578	1500	4540
finish	594	1790	4770
floorplan	358	2300	2830
==> per-layer routing <==
layer	GRT usage [%]	vias up
met1	37.0	1312
met2	41.9	114
li1	-	1458
met5	0	-
met3	7.98	6
met4	4.72	0
==> area by class of cell <==
| type | instances | area share, % |
|---|---|---|
| clock buffer | 10 | 2.89 |
| tap | 72 | 1.89 |
| sequential | 82 | 34.4 |
| multi-input combinational | 249 | 22.3 |
| timing repair buffer | 174 | 36.5 |
| clock inverter | 6 | 1.89 |
| inverter | 1 | 0.0787 |
==> kinds of logic after synthesis <==
logic type             share of synthesized area, %
buffers and inverters                          4.83
flip-flops                                     58.1
AND-OR/OR-AND                                  14.8
AND/OR/NAND/NOR                                22.2
==> worst reg2reg max path: cells and delay by family, from the launching register on <==
kind	cells	cell delay [ps]
simple gates	1	90
compound gates	1	140
flops	1	370
==> registers in the layout, indices dropped and copies added (netlist names) <==
signal	flops
IMM_reg.qout	16
RD_reg.qout	16
RS_reg.qout	16
inst_reg.qout	16
ALUop_reg.qout	3
rd_reg.qout	3
CMPop_reg.qout	2
JUMPop_reg.qout	2
RWSel_reg.qout	2
ABSel_reg.qout	1
CSRwr_reg.qout	1
IMMSel_reg.qout	1
IMMop_reg.qout	1
RegWe_reg.qout	1
memctrl_reg.qout	1
==> worst paths after layout <==
path | startpoint | end | slack, ps | cells after the start
worst max-delay path | inst_reg.qout[6] | EX_inst_addr[6] | 1790 | 1
worst min-delay path | RS_reg.qout[10] | RS_reg.qout[10] | 450 | 2
worst min register to register | RS_reg.qout[10] | RS_reg.qout[10] | 450 | 2
worst max register to register | inst_reg.qout[6] | inst_reg.qout[6] | 3040 | 2
==> where the power goes <==
| group | leakage [nW] | total, mW | switching (mW) | internal [mW] |
|---|---|---|---|---|
| Combinational | 1.09 | 0.286 | 0.0952 | 0.191 |
| Clock | 0.112 | 0.709 | 0.310 | 0.399 |
| Sequential | 0.676 | 0.955 | 0.0235 | 0.932 |
| Total | 1.88 | 1.95 | 0.428 | 1.52 |
Power and IR drop assume default switching activity.
