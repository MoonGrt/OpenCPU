===== /design/flow/run.sh =====
#!/bin/bash
# OpenROAD 26Q1-2900-gdf79404cd8, Yosys 0.63+post, stock flow scripts
make -C /OpenROAD-flow-scripts/flow DESIGN_CONFIG=/design/flow/config.mk WORK_HOME=/design/flow/orfs finish

===== /design/flow/config.mk =====
export PLATFORM = sky130hd
export DESIGN_NAME = ROM
export DESIGN_NICKNAME = ROM
export VERILOG_FILES = /design/flow/design.v
export SDC_FILE = /design/flow/constraint.sdc
export NUM_CORES = 4
export LEC_CHECK = 1
export CORE_UTILIZATION = 40
export SYNTH_MEMORY_MAX_BITS = 65536

===== /design/flow/constraint.sdc =====
current_design ROM

set clk_period 1456.8
set clk_io_pct 0.2

create_clock -name clk0 -period $clk_period [get_ports {clk}]

set non_clock_inputs [all_inputs -no_clocks]
set_input_delay [expr $clk_period * $clk_io_pct] -clock clk0 $non_clock_inputs
set_output_delay [expr $clk_period * $clk_io_pct] -clock clk0 [all_outputs]

===== /design/flow/design.v =====
module ROM #(
    parameter INIT_FILE = ""
) (
    input  wire            clk,
    input  wire            rst_n,
    input  wire            EN,
    input  wire            ctrl,
    input  wire [16-1:0] addr,
    input  wire [16-1:0] wdata,
    output wire [16-1:0] rdata
);
    reg data_flag = 1'b0;
    reg [7:0] data_reg = 8'b0;
    reg [16-1:0] data_addr = 16'b0;
    wire [16-1:0] data = {data_reg, wdata[7:0]};
    wire data_valid = ctrl&data_flag;
    always @(posedge clk) begin
        if (rst_n) begin   
            data_flag <= 1'b0;
            data_reg <= 8'b0;
            data_addr <= 16'b0;
        end else if (ctrl) begin
            data_flag <= ~data_flag;
            data_reg <= wdata[7:0];
                if (data_flag)
                    data_addr <= data_addr + 1'b1;
        end
    end
    wire [16-1:0] ROM_addr = rst_n ? addr : data_addr;
    RAM_Gen #(
        .INIT_FILE(INIT_FILE),
        .DP(1024),
        .DW(16),
        .MW(16/8),   
        .AW(16)
    ) inst_mem (
        .clk  (clk),
        .rst  (~rst_n),
        .addr (ROM_addr),
        .wdata(data),
        .sel  ({2{data_valid}}),
        .we   (data_valid),
        .rdata(rdata)
    );
endmodule
module RAM_Gen #(
    parameter INIT_FILE = "",
    parameter DP = 512,
    parameter DW = 32,
    parameter MW = 4,
    parameter AW = 32
) (
    input wire          clk,
    input wire          rst,
    input wire [AW-1:0] addr,
    input wire [DW-1:0] wdata,
    input wire [MW-1:0] sel,
    input wire          we,
    output reg [DW-1:0] rdata
);
    reg  [DW-1:0] ram [0:DP-1];
    integer j;
    initial begin
        for (j = 0; j < DP; j = j + 1) begin
            ram[j] = 0;   
        end
        if (INIT_FILE != "") begin   
                $readmemb(INIT_FILE, ram);
        end
    end
    wire [MW-1:0] wen =({MW{we}} & sel);
    always @ (*) begin
        if (rst) rdata = 16'b0;
        else rdata = ram[addr];
    end
    generate
        genvar i;
        for (i = 0; i < MW; i = i + 1) begin
            if ((8 * i + 8) > DW) begin
                always @(posedge clk) 
                    if (wen[i]) 
                        ram[addr][DW-1:8*i] <= wdata[DW-1:8*i];
            end else begin
                always @(posedge clk) 
                    if (wen[i]) 
                        ram[addr][8*i+7:8*i] <= wdata[8*i+7:8*i];
            end
        end
    endgenerate
endmodule

==> job_summary.md <==
### Metrics collected by this job

| Metric | Value |
|---|---|
| Max reg flops | `16,380` |
| Comb pwr share | `6.0%` |
| Max Clock Freq | `0.001686 GHz` |
| Layout cells sized above 1 | `21.80%` |
| Number of synthesized flops with an enable pin | `16,380` |
| Net switching power | `0.2197 mW` |
| Drt pass-1 iters | `9` |
| Unique cell types | `86` |
| Clk root buf | `clkbuf_16` |
| # port buffers | `36` |
| Fp util | `40.09%` |
| Global Route Usage Sum | `30.26%` |
| Cell taking the most area after synthesis | `edfxtp_1` |
| Largest net degree at the start of global routing | `136` |
| Delay-heaviest family, CP | `buffers and inverters` |
| R2R depth | `10` |
| Core ar. | `1.568 sq mm` |
| Number of cells in Yosys stat | `33,400` |
| Synth Seq Share | `78.33%` |
| Clk pwr share | `41.7%` |
| Clock Tree Buf Depth | `6` |
| Vias per cell | `5.944` |
| Wirelength, routed | `2,182,000 microns` |
| Die H | `1256 microns` |
| Post-cts resize count | `0` |
| Sw Share | `22.08%` |
| Leak | `227.0 nW` |
| Area share, top type | `78.27%` |
| Largest fanout on the critical path | `88` |
| Max Cap Violations | `0` |
| Cell Pwr Density | `1.384 mW/mm^2` |
| R2R Path End | `inst_mem.ram[902][6]` |
| Most frequent cells after synthesis | `edfxtp_1, nand2_1, mux4_2` |
| Power Internal | `0.7752 mW` |
| Post-synthesis async set-or-reset flop share | `0%` |
| Final Core Density | `45.87%` |
| Reg power frac | `52.2%` |
| Syn avg cell area | `18.82 sq um` |
| Crit end category | `output port` |
| Tool Warnings | `85` |
| RePlAce Congestion | `0.9709` |
| Worst hold path depth | `2` |
| Final HPWL DP | `1,339,000 microns` |
| Max VDD drop | `0.000001220 V` |
| Outcome | `finished, final reports clean` |
| Routed Antenna Nets | `0` |
| Min Tclk post-route | `593.05 ns` |
| Clk slew on worst S/H paths | `0.06 ns` |
| Hold Buf Count CTS | `0` |
| H-tree depth | `7` |
| Syn Std Cell Area | `0.6286 sq mm` |
| DR WL/cell | `37.46 microns` |
| Clock skew | `0.1192 ns` |
| Layout area overhead | `14.40%` |
| Fin. Hold Viols | `0` |
| Final setup violation count | `0` |
| Main area contributors | `edfxtp_1, mux4_2, nand2_1` |
| Std-Cell Rows | `460` |
| Number of global-route vias before repair | `368,100` |
| Worst path max stage delay | `1.13 ns` |
| Non-Filler Instances | `58,240` |
| Crit Path Class | `in -> out` |
| Synth Register Bits | `16,400` |
| First-pass GRT wire length | `2,957,000 microns` |
| Hold path startpoint | `data_flag` |
| Clk sink count | `16,400` |
| Initial DRC count | `26,960` |
| Cell with the most instances after synthesis | `edfxtp_1` |
| Setup Total Neg Slack | `0 ns` |
| Worst Tran Pin Value | `1.496 ns` |
| Worst Hold Class | `reg -> reg` |
| CTS tree | `built` |
| Clk latency late pin | `1.45 ns` |
| YS chip area | `0.6286 sq mm` |
| Post-placement cell count | `54,760` |
| Headroom to the max-slew limit | `0.2800%` |
| Hold EP | `data_addr[1]` |
| Syn. warnings | `2` |
| Crit path DAT | `301.69 ns` |
| Top Ports | `52` |
| Most Frequent Cell on Critical Path | `buf_4` |
| Via count | `346,200` |
| Post-layout period usage | `40.71%` |
| Power, Total | `0.9951 mW` |
| Worst R2R Setup Slack | `1451.23 ns` |
| Post-Synthesis Cells | `33,400` |
| Worst Setup Start Kind | `input port` |
| Postcts setup bufs | `0` |
| RR Startpoint | `data_addr[0]` |
| CTS Buf Count | `1,697` |
| GR Overflow Total | `0` |
| Die Span X | `1256 microns` |
| Pins Over Slew Limit | `0` |
| CP Buf/Inv Count | `11` |
| RSZ-0062 raised after global routing | `false` |
| Initial antenna violation count | `213` |
| Crit-path cells | `clkdlybuf4s50_1, mux2_8, buf_4, buf_12, buf_4, buf_12, buf_4, buf_4, buf_4, mux4_2, o22ai_1, or4_1, a21oi_1, o22ai_1, buf_4, a221o_1, nor4_2, buf_4, clkdlybuf4s50_1` |
| CP max stage cell | `clkdlybuf4s50_1` |
| Die area | `1.577 sq mm` |
| Main flop type | `edfxtp_1` |
| Crit path required time | `1165.44 ns` |
| Post-route DRC | `0` |
## cells by family after synthesis
group / Yosys count / synth area share, %
buffers and inverters: 2115 / 2.227
AND-OR/OR-AND: 2955 / 3.521
flip-flops: 16400 / 78.33
AND/OR/NAND/NOR: 8295 / 5.563
multiplexers: 3618 / 10.34
XOR/XNOR: 10 / 0.01393
adder cells (fa/ha/maj): 1 / 0.001990
## metal layers
layer,track usage (%),wire length (microns)
met5,11.24,17720
met1,28.16,571500
met4,15.72,145100
met2,39.46,926600
met3,31.76,521000
## worst max path at each step
stage / start / endpoint / slack, ns / cells after the start
after CTS: addr[1] / rdata[9] / 864.08 / 19
after global routing: addr[1] / rdata[9] / 863.47 / 19
final: addr[1] / rdata[9] / 863.75 / 19
## power by group through the flow
stage	combinational [mW]	clock (mW)	sequential, mW
after global routing	0.0625	0.435	0.520
after CTS	0.0586	0.418	0.520
final	0.0602	0.415	0.520
## cell usage in the layout (no fill, tap or decap), drive strengths merged, types with 27 or more instances in the layout
| master | count |
|---|---|
| inv | 38 |
| mux2i | 1373 |
| o21ai | 150 |
| nor3 | 171 |
| diode | 494 |
| o22a | 37 |
| clkdlybuf4s50 | 27 |
| mux4 | 2238 |
| o22ai | 954 |
| nor2 | 1237 |
| nand4 | 515 |
| nand3 | 1021 |
| nor4 | 230 |
| o2111ai | 39 |
| a21oi | 116 |
| clkbuf | 2095 |
| clkinvlp | 49 |
| a31oi | 164 |
| buf | 2652 |
| nand2 | 5021 |
| a32oi | 1303 |
| or4 | 44 |
| a311oi | 27 |
| clkinv | 684 |
| edfxtp | 16380 |
| bufinv | 132 |
## per-stage QoR
stage | cell area [sq um] | setup slack [ns] | hold WS [ns]
floorplan | 628600 | 871.38 | 0.4815
global route | 718700 | 863.47 | 0.5664
global placement | 665700 | 864.10 | 0.5046
finish | 719100 | 863.75 | 0.5336
CTS | 717900 | 864.08 | 0.5323
detailed placement | 665800 | 864.09 | 0.5238
## cell type report
type / instances / area, sq um
timing repair buffer: 2680 / 20940
clock inverter: 895 / 7735
antenna: 494 / 1236
sequential: 16400 / 492400
inverter: 8 / 30.03
multi-input combinational: 14880 / 126400
clock buffer: 2094 / 44390
tap: 20790 / 26010
fill: 127600 / 848700
## worst register-to-register path, delay by kind of cell (launching register included)
family                 cells  cell delay [ns]
muxes                      1             0.68
buffers and inverters      6             3.35
DFF                        1             0.47
and+or+nand+nor            3             0.89
Power is estimated from default activity; no workload was simulated.
