===== /design/flow/config.mk =====
export PLATFORM = sky130hd
export DESIGN_NAME = CSR
export DESIGN_NICKNAME = CSR
export VERILOG_FILES = /design/flow/design.v
export SDC_FILE = /design/flow/constraint.sdc
export NUM_CORES = 4
export LEC_CHECK = 1
export CORE_UTILIZATION = 50

===== /design/flow/design.v =====
module CSR (
    input wire clk,
    input wire rst_n,
    input wire            EX_we,      
    input wire [16-1:0] EX_raddr,   
    input wire [16-1:0] EX_waddr,   
    input wire [16-1:0] EX_wdata,   
    input wire [     2:0] int_we,        
    input wire [16-1:0] int_mepc,      
    input wire [16-1:0] int_mcause,    
    input wire [16-1:0] int_mstatus,   
    output wire [16-1:0] csr_mtvec,       
    output wire [16-1:0] csr_mepc,        
    output wire [16-1:0] csr_mstatus,     
    output wire            global_int_en,   
    output reg  [16-1:0] EX_rdata         
);
    reg [    31:0]  cycle;
    reg [16-1:0]  mtvec;
    reg [16-1:0]  mcause;
    reg [16-1:0]  mepc;
    reg [16-1:0]  mie;
    reg [16-1:0]  mstatus;
    reg [16-1:0]  mscratch;
    assign global_int_en = mstatus[3] ? 1'b1 : 1'b0;
    assign csr_mtvec = mtvec;
    assign csr_mepc = mepc;
    assign csr_mstatus = mstatus;
    always @(posedge clk or negedge rst_n) begin
        if (~rst_n) begin
            cycle <= 32'b0;
        end else begin
            cycle <= cycle + 1'b1;
        end
    end
    always @(posedge clk or negedge rst_n) begin
        if (~rst_n) begin
            mtvec <= 16'b0;
            mcause <= 16'b0;
            mepc <= 16'b0;
            mie <= 16'b0;
            mstatus <= 16'b0;
            mscratch <= 16'b0;
        end else begin
            if (EX_we) begin
                case (EX_waddr[11:0])
                    5'd2: begin
                        mtvec <= EX_wdata;
                    end
                    5'd3: begin
                        mcause <= EX_wdata;
                    end
                    5'd4: begin
                        mepc <= EX_wdata;
                    end
                    5'd5: begin
                        mie <= EX_wdata;
                    end
                    5'd6: begin
                        mstatus <= EX_wdata;
                    end
                    5'd7: begin
                        mscratch <= EX_wdata;
                    end
                    default: begin
                    end
                endcase
            end else if (int_we) begin
                if (int_we[2])
                    mepc <= int_mepc;
                if (int_we[1])
                    mcause <= int_mcause;
                if (int_we[0])
                    mstatus <= int_mstatus;
            end
        end
    end
    always @(*) begin
        if ((EX_waddr[11:0] == EX_raddr[11:0]) && EX_we) begin
            EX_rdata = EX_wdata;
        end else begin
            case (EX_raddr[11:0])
                5'd0: begin
                    EX_rdata = cycle[15:0];
                end
                5'd1: begin
                    EX_rdata = cycle[31:16];
                end
                5'd2: begin
                    EX_rdata = mtvec;
                end
                5'd3: begin
                    EX_rdata = mcause;
                end
                5'd4: begin
                    EX_rdata = mepc;
                end
                5'd5: begin
                    EX_rdata = mie;
                end
                5'd6: begin
                    EX_rdata = mstatus;
                end
                5'd7: begin
                    EX_rdata = mscratch;
                end
                default: begin
                    EX_rdata = 16'b0;
                end
            endcase
        end
    end
endmodule

===== /design/flow/run.sh =====
#!/bin/bash
# OpenROAD 26Q1-2900-gdf79404cd8, Yosys 0.63+post, stock flow scripts
make -C /OpenROAD-flow-scripts/flow DESIGN_CONFIG=/design/flow/config.mk WORK_HOME=/design/flow/orfs finish

===== /design/flow/constraint.sdc =====
current_design CSR

set clk_period 8.3
set clk_io_pct 0.2

create_clock -name clk0 -period $clk_period [get_ports {clk}]

set non_clock_inputs [all_inputs -no_clocks]
set_input_delay [expr $clk_period * $clk_io_pct] -clock clk0 $non_clock_inputs
set_output_delay [expr $clk_period * $clk_io_pct] -clock clk0 [all_outputs]

==> changes_impl.md <==
### Changed

- Result of the run: complete, no violations
- Final Cell Area: 9460 um2
- Quantity of hold-fixing buffers added after cts: 0
- Data arrival time of the critical path: 4.11 ns
- Area enclosed by the die boundary: 14700 um2
- CP peak stage delay: 0.67 ns
- P_leak: 4.42 nW
- Launch instance of the worst min-delay path: cycle[31]$_DFF_PN0_
- Sequential area share after synthesis: 45.1%
- Total clock buffers created by CTS: 17
- Post-layout period usage of the worst path: 69.5%
- Fraction of synthesized cell area taken by the top area cell type: 45.1%
- Area of the core: 13900 um2
- Vertical die dimension: 121 um
- CTS sink cnt: 128
- Synthesis area per yosys: 7100 um2
- CTS tree: built
- Transition time of the tightest slew-check pin: 0.946 ns
- Antenna viol nets, final: 0
- Insertion delay of the later-clocked pin in the worst-skew pair: 0.42 ns
- Endpoint class of the critical path: output pin
- DRC violations left: 0
- # Post-CTS Setup Buffers: 0
- Clock transition at path regs: 0.05 ns
- Overflow after GRT: 0
- Count of max-cap constraint violations: 0
- Initial antenna violation count: 0
- Iteration-0 DRC count of the detailed router: 287
- Primary FF master, synth: dfrtp_1
- Clock Tree Buf Depth: 2
- Drt via density: 5.49
- Crit path launch type: input port
- Final worst setup slack: 2.53 ns
- Reg-to-Reg Start: cycle[0]$_DFF_PN0_
- Post-synth cell types: 40
- Via count of the first global-routing pass: 5432
- Hpwl dp: 12.6 mm
- Required @ worst endpoint: 6.64 ns
- Number of logged tool warnings: 34
- Setup TNS: 0 ns
- Min-Delay Path Class: flip-flop to flip-flop
- Gp weighted congestion: 0.824
- CP most frequent cell: clkdlybuf4s50_1
- Flop area: 3200 um2
- Total chip power: 1.75 mW
- Most common library cell in the layout ignoring fill and taps: clkdlybuf4s50_1
- Crit path max fanout: 16
- Die X: 121 um
- Final setup viols: 0
- Number of failing hold endpoints at the final stage: 0
- Buffers added on ports: 158
- Worst clock skew: 0.00406 ns
- Via count: 5455
- Root cell of the clock tree: clkbuf_16
- Boundary Pins: 167
- Worst setup slack for register-to-register paths: 6.14 ns
- Synthesized flop and latch total: 128
- Fraction of final layout cells with drive strength greater than 1: 19.0%
- Asr flop ratio synth: 100%
- Final WL: 18.7 mm
- Reg-to-reg endpoint: cycle[26]$_DFF_PN0_
- Warnings, synthesis: 1
- Slew Limit Headroom: 36.4%
- Synth Cell Area: 7100 um2
- Min Clock Period, post-route: 5.77 ns
- Critical path class: input port to output pin
- Worst hold path cell count: 1
- Maximum resistive drop on vdd: 0.153 mV
- Row cnt: 43
- Avg Cell Area, Syn: 11.0 um2
- Overall track demand over capacity in global routing: 27.8%
- Wirelength per Cell: 18.9 um
- Area of the multi-input gates: 3440 um2
- End point of the most critical hold path: cycle[31]$_DFF_PN0_
- Slowest-stage cell, CP: clkdlybuf4s50_1
- Maximum number of pins on one net before global-route repair: 71
- Antenna diode instance count: 0
- Placed inst area: 8810 um2
- Series of cell instances along the critical path: clkdlybuf4s50_1 > xnor2_1 > nand3_1 > or4_1 > buf_4 > mux2i_1 > clkdlybuf4s50_1
- Setup repair after global routing missed its margin: no
- Placement-stage worst setup slack: 2.52 ns
- Number of cell instances on the worst register-to-register path: 5
- P per Cell Area: 185 nW/um2
- Final Max-Slew Violation Tally: 0
- Total of cells resized after clock tree synthesis: 0
- Highest achievable clock rate: 173 MHz
- Area added between synthesis and finish: 33.2%
- Flip-flops with a built-in enable: 0
- Area leader, netlist: dfrtp_1
- Wire length of the first global-routing pass: 29.5 mm
- Count of instantiated cells in the yosys netlist: 645
- Floorplan core density: 51.1%
- Number of instances in the synthesized netlist: 645
- First-pass iteration count of the detailed router: 4
- Count of H-tree levels built during CTS: 4
- Largest cells by area: dfrtp_1 45%, mux2_2 15%, mux2i_1 11%, xnor2_1 4.7%, o21ai_0 4.4%
- Most instantiated logic cells after routing: 155 x clkdlybuf4s50_1, 128 x dfrtp_1, 94 x mux2_2, 80 x mux2i_1, 72 x inv_1
- Fillcell total: 1040
## cell type report
class                           instances  share of cell area, %
Clock buffer                           24                   5.31
Inverter                               72                   2.86
Multi-Input combinational cell        411                   36.4
Clock inverter                          8                   1.57
Sequential cell                       128                   33.9
Tap cell                              180                   2.38
Timing Repair Buffer                  171                   17.7
## power breakdown
group | total, mW | internal (mW) | switching (mW)
Clock | 0.809 | 0.543 | 0.266
Combinational | 0.240 | 0.148 | 0.0916
Sequential | 0.697 | 0.666 | 0.0312
Total | 1.75 | 1.36 | 0.388
## metal layers
metal  global-route usage, %  part of all wire [%]
met2                    42.6                    47
met1                    43.9                    46
met4                    2.47                  0.67
met3                    6.38                   6.5
met5                       0                     0
## how the worst max path moves through the flow
| stage | to | start | cells after the start | slack, ns |
|---|---|---|---|---|
| final | EX_rdata[9] | EX_waddr[1] | 7 | 2.53 |
| after global routing | EX_rdata[11] | EX_waddr[1] | 7 | 2.39 |
| after CTS | EX_rdata[9] | EX_waddr[1] | 7 | 2.52 |
## flip-flops by register name, indices dropped and copies added, names as in the netlist
register / flops
mstatus: 16
mcause: 16
mie: 16
mscratch: 16
mepc: 16
cycle: 32
mtvec: 16
## critical path, delay by kind of cell
kind | cells | cell delay, ns
mux | 1 | 0.23
simple gates | 2 | 0.61
xor+xnor | 1 | 0.17
buf+inv | 3 | 1.43
## kinds of logic (layout without fill, tap and decap cells)
family / after synthesis / in the layout / synth area share, %
simple gates: 93 / 93 / 8.37
fa+ha+maj: 1 / 1 / 0.176
compound gates: 99 / 99 / 8.20
flops: 128 / 128 / 45.1
buf+inv: 106 / 275 / 6.45
mux: 176 / 176 / 26.5
xor+xnor: 42 / 42 / 5.18
## Yosys cell counts, drive strengths merged, types with 3 or more instances
cell,n
and3,4
buf,17
clkbuf,17
dfrtp,128
inv,72
mux2,96
mux2i,80
nand2,27
nand3,15
nand4,16
nor2,8
nor3,4
nor4,5
o21ai,64
o22ai,33
or3,3
or4,3
xnor2,38
xor2,4
## through the flow
stage / hold WS [ns] / utilization (%) / std cells
CTS: 0.476 / 68.1 / 994
floorplan: 0.445 / - / 645
detailed placement: 0.469 / 63.4 / 962
global placement: 0.463 / 63.4 / 962
global route: 0.514 / 68.1 / 994
finish: 0.476 / 68.1 / 994
No activity file was given, so power comes from the tool's default toggle rates.
