==> ./constraint.sdc <==
current_design EX

set clk_period 13.6
set clk_io_pct 0.2

create_clock -name clk0 -period $clk_period

set non_clock_inputs [all_inputs -no_clocks]
set_input_delay [expr $clk_period * $clk_io_pct] -clock clk0 $non_clock_inputs
set_output_delay [expr $clk_period * $clk_io_pct] -clock clk0 [all_outputs]
==> ./config.mk <==
export PLATFORM = sky130hd
export DESIGN_NAME = EX
export DESIGN_NICKNAME = EX
export VERILOG_FILES = /design/flow/design.v
export SDC_FILE = /design/flow/constraint.sdc
export NUM_CORES = 4
export LEC_CHECK = 1
export CORE_UTILIZATION = 30
==> ./run.sh <==
#!/bin/bash
# OpenROAD 26Q1-2900-gdf79404cd8, Yosys 0.63+post, stock flow scripts
make -C /OpenROAD-flow-scripts/flow DESIGN_CONFIG=/design/flow/config.mk WORK_HOME=/design/flow/orfs finish
==> ./design.v <==
module ALU (
    input  wire [16-1:0] A,
    input  wire [16-1:0] B,
    input  wire [     2:0] ALUop,
    output wire [16-1:0] ALUout,
    output wire            overflow
);
    wire [16-1:0] Ain;
    wire [16-1:0] Bin;
    wire            suben;
    wire [16-1:0] addOut;
    wire [16-1:0] mulOut;
    wire [16-1:0] andOut;
    wire [16-1:0] orOut;
    wire [16-1:0] xorOut;
    wire [16-1:0] sllOut;
    wire [16-1:0] srlOut;
    reg  [16-1:0] out_reg;
    assign suben = (ALUop == 3'b001);
    assign Ain = A;
    assign Bin = (suben) ? (~B + 1'b1) : B;
    assign overflow = ((ALUop == 3'b000) | (ALUop == 3'b001)) && (Ain[16-1] == Bin[16-1]) && (Ain[16-1] != addOut[16-1]);
    assign addOut = Ain + Bin;
    assign mulOut = A * B;
    assign andOut = A & B;
    assign orOut = A | B;
    assign xorOut = A ^ B;
    assign sllOut = A << B;
    assign srlOut = A >> B;
    assign ALUout = out_reg;
    always @(*) begin
        case (ALUop)
            3'b000: begin
                out_reg = addOut;
            end
            3'b001: begin
                out_reg = addOut;
            end
            3'b010: begin
                out_reg = mulOut;
            end
            3'b011: begin
                out_reg = andOut;
            end
            3'b100: begin
                out_reg = orOut;
            end
            3'b101: begin
                out_reg = xorOut;
            end
            3'b110: begin
                out_reg = sllOut;
            end
            3'b111: begin
                out_reg = srlOut;
            end
            default: begin
                out_reg = 'b0;
            end
        endcase
    end
endmodule
module CMP (
    input  wire [16-1:0] A,
    input  wire [16-1:0] B,
    output wire [     1:0] CMPout
);
    wire       equal;
    wire       less;
    reg  [1:0] out_reg = 0;
    assign equal  = ($signed(A) == $signed(B)) ? 1'b1 : 1'b0;
    assign less   = ($signed(A) < $signed(B)) ? 1'b1 : 1'b0;
    assign CMPout = out_reg;
    always @(*) begin
        if (equal) begin
            out_reg = 2'b00;
        end else if (less) begin
            out_reg = 2'b01;
        end else begin
            out_reg = 2'b10;
        end
    end
endmodule
module EX (
    input wire            rst_n,
    input wire [16-1:0] pc,
    input wire [16-1:0] RD,
    input wire [16-1:0] RS,
    input wire [16-1:0] IMM,
    input wire       CSR_wr,
    input wire [1:0] JUMPop,
    input wire       ABSel,
    input wire       IMMop,
    input wire [2:0] ALUop,
    input wire [1:0] CMPop,
    input wire [16-1:0] int_inst_addr,   
    input wire            int_assert,      
    input wire [16-1:0] EX_rdata,     
    output wire            EX_we,      
    output wire [16-1:0] EX_raddr,   
    output wire [16-1:0] EX_waddr,   
    output wire [16-1:0] EX_wdata,   
    output wire [16-1:0] CSRout,
    output wire [16-1:0] ALUout,
    output wire [     1:0] CMPout,
    output wire            jump_flag,
    output wire [16-1:0] jump_pc
);
    wire [16-1:0] ALU_Ain, ALU_Bin, CMP_Ain, CMP_Bin;
    assign ALU_Ain = ABSel ? RS : RD;
    assign ALU_Bin = IMMop ? IMM : RS;
    assign CMP_Ain = RD;
    assign CMP_Bin = IMMop ? IMM : RS;
    ALU ALU (
        .A       (ALU_Ain),
        .B       (ALU_Bin),
        .ALUop   (ALUop),
        .ALUout  (ALUout),
        .overflow()
    );
    CMP CMP (
        .A     (CMP_Ain),
        .B     (CMP_Bin),
        .CMPout(CMPout)
    );
    assign jump_flag = (JUMPop | int_assert) ? 1'b1 :
                       (CMPop == 2'b01) ? (CMPout == 2'b00) : 
                       (CMPop == 2'b10) ? (CMPout == 2'b01) : 1'b0;
    assign jump_pc = int_assert ? int_inst_addr : 
                    (JUMPop == 2'b10) ? RD + IMM : IMM;   
    assign EX_we = int_assert ? 1'b0 : CSR_wr;   
    assign EX_raddr = IMM[4:0];
    assign CSRout = EX_rdata;
    assign EX_waddr = IMM[4:0];
    assign EX_wdata = RD;
endmodule
==> reports/qor.yml <==
port_buffers: 137
rows: 64
critPathMaxFanout: 10
place.gp.congestion: 1.02
coreArea_um2: 30600
seq_cells: 0
fp.dieH_um: 179
leakagePower_nw: 4.98
grt_max_degree: 50
area_growth_pct: 16.1
whs_path_depth: 0
dp_hpwl_um: 28500
pre_cts_ws_ns: 0.676
n_fill_cell: 3233
setup_slack_ns: 0.603
fin_util_pct: 35.5
required_ns: 10.88
clock_buffers: 0
yosys-stat-cells: 1289
die_w_um: 179
status: "complete, no violations"
synth.avg_cell_area_um2: 7.25
post-cts-setup-buffers: 0
start_kind: "input port"
wirelength_um: 35100
firstDrtPassIters: 7
period_needed_ns: 13.00
setup_tns_ns: 0
drt_drc_violations_left: 0
common_cells: "159 x nor2_1, 147 x inv_1, 146 x nand2_1"
ys_warn_count: 2
top_cell: "nor2_1"
hold_viol_final: 0
synth_top_cell_by_area: "fa_1"
drive_above_1_share_pct: 6.35
cp.arrival_ns: 10.28
die_area_um2: 31900
rsz0062_at_grt: "false"
overflow: 0
peakVddDrop_mv: 0.156
max_slew_margin_pct: 43.7
grt_pass1_wl_um: 54500
top_cell_area_share_pct: 17.6
synthesis.area_um2: 9350
fp_util_pct: 30.6
seq_area_um2: 0
wire_per_inst_um: 19.9
antenna_found_initial: 0
synthCells: 1289
ys_area_um2: 9350
drt_iter0_markers: 630
grt_usage_pct: 23.4
ctsHoldBuffers: 0
fin_crit_sh_pct: 95.6
postRouteAntennaNets: 0
fin_hold_ws_ns: 5.44
topCellsByArea: "fa_1 18%, ha_1 17%, nor2_1 6.4%, inv_1 5.9%, nand2_1 5.9%"
boundaryPins: 208
ctsResizeCount: 0
synth_cell_types: 74
viasPerCell: 5.20
max_freq_mhz: 76.9
worstSetupPathType: "input port to primary output"
antennaDiodeCount: 0
num_vias: 9193
warning_count: 65
yosys.stat.seqShare_pct: 0
setup_violations: 0
grt_pass1_vias: 8969
maxSlewViolCount: 0
p_per_area_nw_per_um2: 144
holdCritPathClass: "input port to primary output"
drv_cap: 0
cp-end-kind: "primary output"
tightest_slew_ns: 0.837
==> through the flow <==
step	cells	power [mW]	cell area [um2]
finish	1767	1.56	10900
global route	1767	1.78	10900
floorplan	1310	1.14	9430
detailed placement	1767	1.56	10900
CTS	1767	1.57	10900
global placement	1767	1.55	10900
==> worst max-delay path: stages <==
cell and delay, ns:
clkdlybuf4s50_1 0.91, mux2i_2 0.72, buf_4 0.26, nor2_1 0.06, fa_1 0.49, fa_1 0.44, ha_1 0.22, fa_1 0.46
fa_1 0.54, inv_1 0.05, fa_1 0.47, inv_1 0.04, ha_1 0.28, or3_1 0.40, o22ai_1 0.44, o21ai_0 0.27
a21o_1 0.23, a21oi_1 0.18, xnor3_1 0.33, a21oi_1 0.15, nand2_1 0.13, clkdlybuf4s50_1 0.45
==> worst paths after layout <==
| path | startpoint | end | slack [ns] |
|---|---|---|---|
| max | ABSel | ALUout[15] | 0.60 |
| min | EX_rdata[0] | CSRout[0] | 5.44 |
==> placed cells by master, fill, tap and decap left out, types with 4 or more instances in the layout <==
cell type / n
a211oi_1: 11
a21o_1: 13
a21oi_1: 80
a221oi_1: 7
a22oi_1: 16
a31oi_1: 5
a32oi_1: 8
and2_1: 5
buf_4: 39
clkdlybuf4s50_1: 137
conb_1: 22
fa_1: 82
ha_1: 127
inv_1: 147
inv_2: 8
mux2_2: 9
mux2i_1: 29
mux2i_2: 8
mux2i_4: 4
nand2_1: 146
nand2b_1: 6
nand3_1: 16
nand4_1: 5
nor2_1: 159
nor2b_1: 11
nor3_1: 26
o211ai_1: 10
o21a_1: 10
o21ai_0: 76
o22ai_1: 6
or3_1: 9
xnor2_1: 55
xor2_1: 19
==> cells by family (layout without fill, tap and decap cells) <==
group,after synthesis,in the layout,share of synthesized area (%)
fa+ha+maj,209,209,34.6
buf+inv,271,332,14.2
simple gates,406,406,19.1
compound gates,276,276,18.6
other cells,1,22,0.0401
mux,51,51,6.40
xor+xnor,75,75,7.17
==> power breakdown <==
part	switching (mW)	internal, mW
clock	0	0
sequential	0	0
combinational	0.845	0.716
==> metal layers <==
layer | vias up | wire, um | global-route usage, %
li1 | 4424 | - | -
met1 | 4309 | 15700 | 34.0
met2 | 396 | 15300 | 35.5
met3 | 64 | 3010 | 4.78
met4 | 0 | 1110 | 6.36
met5 | - | 0 | 0
==> layout make-up <==
cell class	count	area [um2]	share of cell area, %
inverters	156	586	5.39
multi-input cells	1039	8110	74.7
well taps	396	495	4.56
repair buffers	176	1660	15.3
Power and IR drop assume default switching activity.
