==> ./design.v <==
module RAM (
    input wire            clk,
    input wire            dev_clk,
    input wire            rst_n,
    input wire            EN,
    input wire [16-1:0] addr,
    inout wire [16-1:0] data,
    input wire            ctrl
);
    wire [16-1:0] data_input;   
    wire [16-1:0] input_data;   
    wire [16-1:0] data_output;   
    wire [16-1:0] output_data;   
    wire            input_call;   
    wire            output_call;   
    assign input_call = ((EN == 1'b1) && (ctrl == 1'b1)) ? 1'b1 : 1'b0;
    assign output_call = ((EN == 1'b1) && (ctrl == 1'b0)) ? 1'b1 : 1'b0;
    assign data = (output_call) ? output_data :   
       16'dz;                 
    assign data_input = data;
    RAM_Gen #(
        .INIT_FILE(""),
        .DP(1024),
        .DW(16),
        .MW(16/8),   
        .AW(16)
    ) data_mem (
        .clk  (clk),
        .rst  (~rst_n),
        .addr (addr),
        .wdata(data_input),
        .sel  ({2{input_call}}),
        .we   (input_call),
        .rdata(output_data)
    );
endmodule
module RAM_Gen #(
    parameter INIT_FILE = "",
    parameter DP = 512,
    parameter DW = 32,
    parameter MW = 4,
    parameter AW = 32
) (
    input wire          clk,
    input wire          rst,
    input wire [AW-1:0] addr,
    input wire [DW-1:0] wdata,
    input wire [MW-1:0] sel,
    input wire          we,
    output reg [DW-1:0] rdata
);
    reg  [DW-1:0] ram [0:DP-1];
    integer j;
    initial begin
        for (j = 0; j < DP; j = j + 1) begin
            ram[j] = 0;   
        end
        if (INIT_FILE != "") begin   
                $readmemb(INIT_FILE, ram);
        end
    end
    wire [MW-1:0] wen =({MW{we}} & sel);
    always @ (*) begin
        if (rst) rdata = 16'b0;
        else rdata = ram[addr];
    end
    generate
        genvar i;
        for (i = 0; i < MW; i = i + 1) begin
            if ((8 * i + 8) > DW) begin
                always @(posedge clk) 
                    if (wen[i]) 
                        ram[addr][DW-1:8*i] <= wdata[DW-1:8*i];
            end else begin
                always @(posedge clk) 
                    if (wen[i]) 
                        ram[addr][8*i+7:8*i] <= wdata[8*i+7:8*i];
            end
        end
    endgenerate
endmodule
==> ./run.sh <==
#!/bin/bash
# OpenROAD 26Q1-2900-gdf79404cd8, Yosys 0.63+post, stock flow scripts
make -C /OpenROAD-flow-scripts/flow DESIGN_CONFIG=/design/flow/config.mk WORK_HOME=/design/flow/orfs finish
==> ./config.mk <==
export PLATFORM = sky130hd
export DESIGN_NAME = RAM
export DESIGN_NICKNAME = RAM
export VERILOG_FILES = /design/flow/design.v
export SDC_FILE = /design/flow/constraint.sdc
export NUM_CORES = 4
export LEC_CHECK = 1
export CORE_UTILIZATION = 40
export SYNTH_MEMORY_MAX_BITS = 65536
==> ./constraint.sdc <==
current_design RAM

set clk_period 148.5
set clk_io_pct 0.2

create_clock -name clk0 -period $clk_period [get_ports {clk}]

set non_clock_inputs [all_inputs -no_clocks]
set_input_delay [expr $clk_period * $clk_io_pct] -clock clk0 $non_clock_inputs
set_output_delay [expr $clk_period * $clk_io_pct] -clock clk0 [all_outputs]
==> summary.txt <==
Implementation results. The most used flip-flop cell after synthesis is edfxtp_1. Die boundary height landed at around 1300 um. Per the CTS log, the root buffer master is clkbuf_16. Initial cell density of the core landed at 0.402.

Buffers inserted during clock tree synthesis total about 1700. The synthesis stats list as the most numerous cell edfxtp_1. Synthesis instantiated approximately 60 different standard cells from the library. It got as far as 4_1_cts and failed there. Synthesis warning total landed at 2. In this run the cell area of the synthesized design comes to ~0.62 sq mm. The first error in the log reads "[error] [KeplerFormal.cpp:679] Workflow failed: Iso has multiple drivers: .data0, place2976.X0".

Number of enable-type register cells in the synthesized netlist landed at between 15000 and 20000. Count of input and output buffers landed at 13. The share of synthesized area in the top cell type comes to 0.787. Synthesized instance count landed at between 30000 and 40000. According to the dpl log, the detail-placed design has an HPWL of between 1000000 and 1500000 um. In the post-synthesis netlist, the biggest area contributors are edfxtp_1, mux2i_1, mux4_2, o22ai_1, nor2_1. The H-tree was split into 7 levels. Fraction of registers with async set or reset after synthesis landed at 0. Of all cell types, the one taking the most synthesized area is edfxtp_1. Number of sinks on the clock net landed at 16400. Counting along the longest clock path gives a buffer depth of 6. Per the repair_timing log after CTS, setup buffers inserted total 0. Synthesized flop and latch total landed at about 16000. After synthesis, the most frequently instantiated cells are edfxtp_1, mux2i_1, o22ai_1. Width of the die landed at around 1300 um. Count of instances resized after the clock tree is built landed at 0. Placer congestion estimate landed at between 0.9 and 1.

Sequential-to-total area share from yosys stat landed at 0.787. Number of hold-repair buffers added at the cts stage landed at 0. Cell count listed in synth_stat.txt landed at approximately 32000.

In the synthesis report, Yosys lists the chip area as around 0.62 sq mm. Number of core rows landed at between 400 and 500. According to the I/O placement log, the pin count is 37. The flow did not finish.

Per-instance average area after synthesis landed at between 15 and 20 sq um. In this run, placement finished with an instance count of about 53000.
## cells by family after synthesis
group	count (synthesis)	share of synthesized area
compound gates	3719	0.0389
buf+inv	1966	0.0149
flops	16400	0.787
mux	6931	0.138
simple gates	2801	0.0209
## through the flow
stage,hold WS (ns),utilization,setup slack [ns],cell area (sq um)
floorplan,8.85,-,57.35,625000
global placement,1.61,0.424,79.34,661000
detailed placement,1.61,0.424,79.27,661000
